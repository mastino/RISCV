$ cat ./config.mk
export PLATFORM = sky130hd
export DESIGN_NAME = alu
export DESIGN_NICKNAME = alu
export VERILOG_FILES = /design/flow/design.v
export SDC_FILE = /design/flow/constraint.sdc
export NUM_CORES = 4
export LEC_CHECK = 1
export CORE_UTILIZATION = 50
$ cat ./constraint.sdc
current_design alu

set clk_period 28.8
set clk_io_pct 0.2

create_clock -name clk0 -period $clk_period

set non_clock_inputs [all_inputs -no_clocks]
set_input_delay [expr $clk_period * $clk_io_pct] -clock clk0 $non_clock_inputs
set_output_delay [expr $clk_period * $clk_io_pct] -clock clk0 [all_outputs]
$ cat ./design.v
module alu #(parameter DATA_WIDTH  = 32, parameter CTRL_BITS = 4) (ctrl, a, b, c, zero, over, c_out);
  localparam AND  = 4'b0000, 
             OR   = 4'b0011, 
             XOR  = 4'b0001, 
             ADD  = 4'b0010, 
             SUB  = 4'b0110, 
             SLT  = 4'b0111, 
             SLTU = 4'b1111, 
             SGE  = 4'b0101, 
             SGEU = 4'b1101, 
             NOR  = 4'b1100;
   output reg [DATA_WIDTH-1:0] c;
   output reg zero, over, c_out;
   input [DATA_WIDTH-1:0] a, b;
   input [CTRL_BITS-1:0] ctrl;
   reg cn, co;
   reg [DATA_WIDTH-1:0] neg_b;
   reg [DATA_WIDTH-2:0] c_temp;
   always @ (*)
   begin
      case ( ctrl )
        AND : begin
          c <= a & b;  
          over <= 0;
          c_out <= 0;
          end
        OR  : begin 
          c <= a | b;  
          over <= 0;
          c_out <= 0;
          end
        ADD : begin 
          {cn, c_temp} <= a[DATA_WIDTH-2:0] + b[DATA_WIDTH-2:0];  
          c <= {(cn ^ a[DATA_WIDTH-1] ^ b[DATA_WIDTH-1]), c_temp};
          co <= (cn & a[DATA_WIDTH-1]) | (cn & b[DATA_WIDTH-1]) | (b[DATA_WIDTH-1] & a[DATA_WIDTH-1]);
          over <= (cn != co ? 1 : 0);
          c_out <= co;
          end
        SUB : begin 
          neg_b <= (~b) + 1;
          {cn, c_temp} = a[DATA_WIDTH-2:0] + neg_b[DATA_WIDTH-2:0];  
          c <= {(cn ^ a[DATA_WIDTH-1] ^ neg_b[DATA_WIDTH-1]), c_temp};
          co <= (cn & a[DATA_WIDTH-1]) | (cn & neg_b[DATA_WIDTH-1]) | (neg_b[DATA_WIDTH-1] & a[DATA_WIDTH-1]);
          over <= (cn != co ? 1 : 0);
          c_out <= co;
          end
        SLT : begin 
          c <= a < b ? 1 : 0;  
          over <= 0;
          c_out <= 0;
          end
        SLTU : begin 
          c <= {1'b0, a} < {1'b0, b} ? 1 : 0;  
          over <= 0;
          c_out <= 0;
          end
        SGE : begin
          c <= a >= b ? 1 : 0;  
          over <= 0;
          c_out <= 0;
          end
        SLTU : begin 
          c <= {1'b0, a} >= {1'b0, b} ? 1 : 0;  
          over <= 0;
          c_out <= 0;
          end
        NOR : begin 
          c <= ~(a | b);  
          over <= 0;
          c_out <= 0;
          end
        default : begin
          c <= 0; over <= 0; c_out <= 0;
          end
      endcase
      zero = c == 0 ? 1 : 0;
   end
endmodule
module tb_alu; 
   parameter data_width  = 32;
   parameter ctrl_bit = 4;
  localparam AND  = 4'b0000, 
             OR   = 4'b0011, 
             XOR  = 4'b0001, 
             ADD  = 4'b0010, 
             SUB  = 4'b0110, 
             SLT  = 4'b0111, 
             SLTU = 4'b1111, 
             SGE  = 4'b0101, 
             SGEU = 4'b1101, 
             NOR  = 4'b1100;
   wire [data_width-1:0] c;
   wire over, c_out, zero;
   reg [ctrl_bit-1:0] ctrl;
   reg [data_width-1:0] a, b;
   alu my_alu ( 
   .ctrl (ctrl), 
   .a (a), 
   .b (b), 
   .c (c), 
   .zero (zero), 
   .over (over), 
   .c_out (c_out) 
   ); 
   initial 
   begin  
   a    = 0;
   b    = 0;
   ctrl = 0;
   #32 a    = 32'h00FF00FF;
       b    = 32'h00FFFF00;
       ctrl = 4'b0000;
       $display("Expect a=%h b=%h op=%h c=%h over=%b c_out=%b zero=%b", a, b, ctrl, a & b, 1'b0, 1'b0, 1'b0);
   #10 $display("Actual a=%h b=%h op=%h c=%h over=%b c_out=%b zero=%b", a, b, ctrl, c, over, c_out, zero);
       a    = 32'h00FF00FF;
       b    = 32'h00FFFF00;
       ctrl = 4'b0001;
       $display("Expect a=%h b=%h op=%h c=%h over=%b c_out=%b zero=%b", a, b, ctrl, a | b, 1'b0, 1'b0, 1'b0);
   #10 $display("Actual a=%h b=%h op=%h c=%h over=%b c_out=%b zero=%b", a, b, ctrl, c, over, c_out, zero);
       a    = 75;
       b    = 25;
       ctrl = 4'b0010;
       $display("Expect a=%d b=%d op=%h c=%d over=%b c_out=%b zero=%b", a, b, ctrl, a + b, 1'b0, 1'b0, 1'b0);
   #10 $display("Actual a=%d b=%d op=%h c=%d over=%b c_out=%b zero=%b", a, b, ctrl, c, over, c_out, zero);
       a    = -75;
       b    = 25;
       ctrl = 4'b0010;
       $display("Expect a=%d b=%d op=%h c=%d over=%b c_out=%b zero=%b", a, b, ctrl, a + b, 1'b0, 1'b0, 1'b0);
   #10 $display("Actual a=%d b=%d op=%h c=%d over=%b c_out=%b zero=%b", a, b, ctrl, c, over, c_out, zero);
       a    = 1;
       b    = -1;
       ctrl = 4'b0010;
       $display("Expect a=%d b=%d op=%h c=%d over=%b c_out=%b zero=%b", a, b, ctrl, a + b, 1'b0, 1'b1, 1'b1);
   #10 $display("Actual a=%d b=%d op=%h c=%d over=%b c_out=%b zero=%b", a, b, ctrl, c, over, c_out, zero);
       a    = 32'h80000000;
       b    = 32'h80000000;
       ctrl = 4'b0010;
       $display("Expect a=%h b=%h op=%h c=%h over=%b c_out=%b zero=%b", a, b, ctrl, a + b, 1'b1, 1'b1, 1'b1);
   #10 $display("Actual a=%h b=%h op=%h c=%h over=%b c_out=%b zero=%b", a, b, ctrl, c, over, c_out, zero);
       a    = 75;
       b    = 25;
       ctrl = 4'b0110;
       $display("Expect a=%d b=%d op=%h c=%d over=%b c_out=%b zero=%b", a, b, ctrl, a - b, 1'b0, 1'b1, 1'b0);
   #10 $display("Actual a=%d b=%d op=%h c=%d over=%b c_out=%b zero=%b", a, b, ctrl, c, over, c_out, zero);
       a    = -75;
       b    = 25;
       ctrl = 4'b0110;
       $display("Expect a=%d b=%d op=%h c=%d over=%b c_out=%b zero=%b", a, b, ctrl, a - b, 1'b0, 1'b0, 1'b0);
   #10 $display("Actual a=%d b=%d op=%h c=%d over=%b c_out=%b zero=%b", a, b, ctrl, c, over, c_out, zero);
       a    = 1;
       b    = 1;
       ctrl = 4'b0110;
       $display("Expect a=%d b=%d op=%h c=%d over=%b c_out=%b zero=%b", a, b, ctrl, a - b, 1'b0, 1'b1, 1'b1);
   #10 $display("Actual a=%d b=%d op=%h c=%d over=%b c_out=%b zero=%b", a, b, ctrl, c, over, c_out, zero);
       a    = 32'h80000001;
       b    = 32'h00000010;
       ctrl = 4'b0110;
       $display("Expect a=%h b=%h op=%h c=%h over=%b c_out=%b zero=%b", a, b, ctrl, a - b, 1'b1, 1'b1, 1'b1);
   #10 $display("Actual a=%h b=%h op=%h c=%h over=%b c_out=%b zero=%b", a, b, ctrl, c, over, c_out, zero);
       a    = 32'd5;
       b    = 32'd3;
       ctrl = 4'b0101;
       $display("Expect a=%h b=%h op=%h c=%h over=%b c_out=%b zero=%b", a, b, ctrl, a >= b, 1'b0, 1'b0, 1'b0);
   #10 $display("Actual a=%h b=%h op=%h c=%h over=%b c_out=%b zero=%b", a, b, ctrl, c, over, c_out, zero);
       a    = 32'hFFFFBEEF;
       b    = 32'd3;
       ctrl = 4'b0101;
       $display("Expect a=%h b=%h op=%h c=%h over=%b c_out=%b zero=%b", a, b, ctrl, a >= b, 1'b0, 1'b0, 1'b0);
   #10 $display("Actual a=%h b=%h op=%h c=%h over=%b c_out=%b zero=%b", a, b, ctrl, c, over, c_out, zero);
       a    = 32'd5;
       b    = 32'd10;
       ctrl = 4'b0101;
       $display("Expect a=%h b=%h op=%h c=%h over=%b c_out=%b zero=%b", a, b, ctrl, a >= b, 1'b0, 1'b0, 1'b1);
   #10 $display("Actual a=%h b=%h op=%h c=%h over=%b c_out=%b zero=%b", a, b, ctrl, c, over, c_out, zero);
       a    = 32'd5;
       b    = 32'd3;
       ctrl = 4'b0111;
       $display("Expect a=%h b=%h op=%h c=%h over=%b c_out=%b zero=%b", a, b, ctrl, a < b, 1'b0, 1'b0, 1'b1);
   #10 $display("Actual a=%h b=%h op=%h c=%h over=%b c_out=%b zero=%b", a, b, ctrl, c, over, c_out, zero);
       a    = 32'hFFFFBEEF;
       b    = 32'd3;
       ctrl = 4'b0111;
       $display("Expect a=%h b=%h op=%h c=%h over=%b c_out=%b zero=%b", a, b, ctrl, a < b, 1'b0, 1'b0, 1'b0);
   #10 $display("Actual a=%h b=%h op=%h c=%h over=%b c_out=%b zero=%b", a, b, ctrl, c, over, c_out, zero);
       a    = 32'h0FFFBEEF;
       b    = 32'hFFFFFFF3;
       ctrl = SLTU;
       $display("Expect a=%h b=%h op=%h c=%h over=%b c_out=%b zero=%b", a, b, ctrl, 1, 1'b0, 1'b0, 1'b0);
   #10 $display("Actual a=%h b=%h op=%h c=%h over=%b c_out=%b zero=%b", a, b, ctrl, c, over, c_out, zero);
       a    = 32'h00FF00FF;
       b    = 32'h00FFFF00;
       ctrl = 4'b1100;
       $display("Expect a=%h b=%h op=%h c=%h over=%b c_out=%b zero=%b", a, b, ctrl, ~(a | b), 1'b0, 1'b0, 1'b0);
   #10 $display("Actual a=%h b=%h op=%h c=%h over=%b c_out=%b zero=%b", a, b, ctrl, c, over, c_out, zero);
   end
endmodule 
$ cat ./run.sh
#!/bin/bash
# OpenROAD 26Q1-2900-gdf79404cd8, Yosys 0.63+post, stock flow scripts
make -C /OpenROAD-flow-scripts/flow DESIGN_CONFIG=/design/flow/config.mk WORK_HOME=/design/flow/orfs finish
==> ci_impl_report.md <==
## Implementation flow summary

| Metric | Value |
|---|---|
| WHS Endpoint | c[29] |
| Critical Path AT | between 10 and 15 ns |
| Fin. max-slew vios | 0 |
| Tool warnings | just under 100 |
| CP Cell Sequence | clkdlybuf4s50_1 -> ha_1 -> a211oi_1 -> o211ai_1 -> a41oi_1 -> o221ai_1 -> o21ai_0 -> a21oi_1 -> o21ai_0 -> nand2_1 -> fa_1 -> nand2_1 -> o21ai_0 -> a22oi_1 -> o211ai_1 -> or3_1 -> nor3_1 -> and4_1 -> nand4_1 -> or4_1 -> nor3_2 -> clkdlybuf4s50_1 |
| RSZ-0062 raised after global routing | no |
| Hold_sp | a[29] |
| # DRC | 0 |
| DIE AREA | about 16,000 um^2 |
| CP required | 23.04 ns |
| Pwr per Cell Area | 15.9 nW/um^2 |
| Slew @ Worst Pin | about 0.92 ns |
| Final wirelength | approximately 24 mm |
| Synth cell types | ~66 |
| Async S/R FF share, synth | 0% |
| Avg Cell Area, Syn | slightly above 7 um^2 |
| Width of the die | 125 um |
| Hold-fix buffers, CTS | 0 |
| Max Cap Viol | 0 |
| Count of unclocked register or latch pins | 65 |
| Core area | ~15,000 um^2 |
| DR pass1 iterations | 7 |
| Cell count after synthesis | just over 1,000 |
| CP Max Fanout | 10 |
| # rows | between 40 and 50 |
| Synthesized area | 7510 um^2 |
| Registers, synthesis | 65 |
| Cell area leaders | ha_1 (21%), dlxtn_1 (6.6%), xnor2_1 (6.5%) |
| Final hold violations | 0 |
| Buf/Inv on CP | 2 |
| Worst Hold Depth | 5 |
| Gr ovfl total | 0 |
| IO Count | a little over 100 |
| CP delay by family, top | AND-OR/OR-AND gates |
| Endpoint class of the critical path | output pin |
| EDFF count, synth | 0 |
| Tcrit/Tclk final | a little under 60% |
| Vias | around 7,700 |
| Slew headroom | around two fifths |
| Gr usage total | a little under a third |
| Yosys stat area | roughly 7500 um^2 |
| Met1 usage | 47.6% |
| Die H | between 100 and 150 um |
| Startpoint Class | input pin |
| CP Class | in2out |
| Global-route wire length before repair | between 30 and 40 mm |
| Antenna viol nets, final | 0 |
| Routed len/inst | about 19 um |
| Antenna diode count | 0 |
| Area leader, netlist | ha_1 |
| Drt via density | approximately 5.9 |
| Setup ws final | approximately 12 ns |
| Initial antenna violation count | 1 |
| Min cycle time layout | 17.00 ns |
| Final instance area | around 8700 um^2 |
| Leakage | 4.07 nW |
| Met2 Track Usage GR | between 40% and 50% |
| Yosys warning total | 1 |
| Area growth, synth to finish | 16.3% |
| CTS resizes | 0 |
| Dpl hpwl | 19.5 mm |
| Busiest grt layer | met2 |
| Top-area cell share | between 20% and 30% |
| Layout cells sized above 1 | between 2 and 3% |
| Crit path largest cell delay | around 0.54 ns |
| IO Port Bufs | a little over 100 |
| Worst hold path type | in2out |
| Starting Density | roughly 51% |
| Most used cell along the critical path | o21ai_0 |
| Status | finished, final reports clean |
| Met3 usage | roughly 4.9% |
| Ys cells | just over 1,000 |
| Largest net degree at the start of global routing | 53 |
| Peak supply drop | roughly 0.0085 mV |
| Post-Route Utilization | 59.9% |
| GP Congestion | 0.956 |
| Post-DP Area | around 8700 um^2 |
| Setup total negative slack | 0 ns |
| Iteration-0 DRC Markers | between 400 and 500 |
| Endpoints left unconstrained | 65 |
| Slowest stage cell, crit path | or4_1 |
| Setup Buffers After CTS | 0 |
| Max Freq | just under 0.06 GHz |
| Number of global-route vias before repair | 7,111 |
| Placement Setup Slack | between 10 and 15 ns |
| Final setup violation count | 0 |
| Synth Flop Type | dlxtn_1 |
## cells in the mapped netlist, drive strengths merged (5+ instances only)
library cell and n:
o21bai 6, xor2 18, o21a 11, a221o 5, nor2 62, nor4 13, and3 12, nand2b 17
ha 128, o211ai 14, inv 98, nand3 17, a221oi 8, and2 6, o22ai 5, a21boi 7
clkbuf 34, buf 6, nor2b 7, o31ai 11, a211oi 12, o21ai 80, a31oi 8, xnor2 56
a22oi 9, dlxtn 33, dlxtp 32, nor3 23, nand4 7, a21o 23, a21oi 76, mux2i 18
a2111oi 6, nand2 100
## routing by layer
metal,up-vias,wire length [um],share of wire (%)
li1,3860,-,-
met5,-,0,0
met2,271,10600,44
met1,3531,11200,46
met3,27,1800,7.5
met4,0,510,2.1
## sequential cells by signal (all words and copies together) (netlist names)
register  count
c_temp       31
cn            1
neg_b        32
co            1
## cell families (layout without fill, tap and decap cells)
group	after synthesis	after routing	synth area share, %
compound gates	316	316	27.3
xor+xnor	74	74	8.63
fa+ha+maj	132	132	22.4
buf+inv	138	215	6.93
latches	65	65	13.0
mux	19	19	2.55
simple gates	293	293	19.1
## power by group
part / switching, mW / leakage (nW) / internal, mW / total, mW
Clock: 0 / 0 / 0 / 0
Combinational: 0.0680 / 3.55 / 0.0555 / 0.124
Sequential: 0.00220 / 0.522 / 0.0131 / 0.0153
Total: 0.0702 / 4.07 / 0.0686 / 0.139
## per-stage QoR
stage,instances,power [mW],hold WS (ns)
finish,1298,0.139,12.84
detailed placement,1298,0.137,12.83
global placement,1298,0.137,12.85
floorplan,1037,0.0911,11.77
global route,1298,0.153,12.90
CTS,1298,0.138,12.83
## cells in the final DEF (no fill, tap or decap), drive strengths merged, types with 5 or more instances in the layout
cell type / netlist / final
dlxtp: 32 / 32
o21bai: 6 / 6
o21a: 11 / 11
o22ai: 5 / 5
a221oi: 8 / 8
nand4: 7 / 7
nor2: 62 / 62
ha: 128 / 128
mux2i: 18 / 18
a22oi: 9 / 9
nand2b: 17 / 17
nor3: 23 / 23
a211oi: 12 / 12
a21o: 23 / 23
o31ai: 11 / 11
a221o: 5 / 5
and2: 6 / 6
and3: 12 / 12
nor4: 13 / 13
xnor2: 56 / 56
clkdlybuf4s50: 0 / 103
o211ai: 14 / 14
xor2: 18 / 18
nor2b: 7 / 7
a21boi: 7 / 7
buf: 6 / 14
dlxtn: 33 / 33
a31oi: 8 / 8
inv: 98 / 98
a2111oi: 6 / 6
o21ai: 80 / 80
nand3: 17 / 17
a21oi: 76 / 76
nand2: 100 / 100
## area by class of cell
cell class                      count  area, um^2
Multi-Input combinational cell    834        6020
Fill cell                        1414        5860
Timing Repair Buffer              117        1140
Sequential cell                    65         976
Inverter                           98         368
Tap cell                          184         230
## worst max path at each step
| stage | endpoint | slack (ns) | cells past startpoint | start |
|---|---|---|---|---|
| CTS | zero | 11.81 | 22 | a[12] |
| global route | zero | 11.32 | 22 | a[12] |
| finish | zero | 11.80 | 22 | a[12] |
Power is estimated from default activity; no workload was simulated.
